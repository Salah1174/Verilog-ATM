==> flow/design.v <==
module Timer (
  input wire clk,
  input wire rst,
  output reg timeout
);
  localparam clk_freq = 1000000; 
  localparam timeout_sec = 30;
  reg [31:0] count;
  always @(posedge clk or posedge rst) begin
    if (rst) begin
      count <= 0;
      timeout <= 0;
    end else begin
      if (count == clk_freq * timeout_sec) begin
        count <= 0;
        timeout <= 1; 
      end else begin
        count <= count + 1;
        timeout <= 0;
      end
    end
  end
endmodule
==> flow/run.sh <==
#!/bin/bash
# OpenROAD 26Q1-2900-gdf79404cd8, Yosys 0.63+post, stock flow scripts
make -C /OpenROAD-flow-scripts/flow DESIGN_CONFIG=/design/flow/config.mk WORK_HOME=/design/flow/orfs finish
==> flow/config.mk <==
export PLATFORM = sky130hd
export DESIGN_NAME = Timer
export DESIGN_NICKNAME = Timer
export VERILOG_FILES = /design/flow/design.v
export SDC_FILE = /design/flow/constraint.sdc
export NUM_CORES = 4
export LEC_CHECK = 1
export CORE_UTILIZATION = 40
==> flow/constraint.sdc <==
current_design Timer

set clk_period 4.2
set clk_io_pct 0.2

create_clock -name clk0 -period $clk_period [get_ports {clk}]

set non_clock_inputs [all_inputs -no_clocks]
set_input_delay [expr $clk_period * $clk_io_pct] -clock clk0 $non_clock_inputs
set_output_delay [expr $clk_period * $clk_io_pct] -clock clk0 [all_outputs]
==> flow_summary.toml <==
# flow metrics
[status]
status = "finished clean"

[job]
maxCapViolCount = 0
warnings = 26

[cells_and_area]
nFillCells = 367
syn_to_final_growth_pct = 7.64
drive_gt1_share_pct = 10.3
final_cell_count_no_fill = 215
final_area_mm2 = 0.00183

[routing]
first_iter_violations = 118
vias = 1214
remaining_drc_errors = 0
wl_per_cell_um = 15.1
diodes = 0
ant_nets = 0
vias_per_cell = 5.65
routed_wl_um = 3250
dr.pass1.iters = 4

[logic_synthesis]
seq_area_frac_synth_pct = 48.5
ys_seq_elements = 33
syn_area_per_cell_um2 = 10.6
synthArstFlopShare_pct = 100
synthDistinctLibCells = 34
ys_cells = 161
edf_count = 0
synth_warnings = 1
adder_share_pct = 1.47
ys_sh_xor_pct = 13.8
synth_top_cell_by_count = "dfrtp_1"
compound_area_share_pct = 2.86
yosysTopAreaCell = "dfrtp_1"
ys_sh_mux_pct = 0
area_leaders = "dfrtp_1 48%, xnor2_1 9.8%, nand4_1 5.9%"
yosys.area.top_type_share_pct = 48.5
syn_inst = 161
yosys-stat-area_mm2 = 0.00170
ys.flop_type = "dfrtp_1"
common_cells = "33 x dfrtp_1, 19 x xnor2_1, 16 x nand4_1, 13 x nand2_1, 11 x nor2_1"
topCombFamilyByArea = "simple AND/OR/NAND/NOR gates"
synth-simple-area-share_pct = 29.8
synthesis.area_mm2 = 0.00170

[sta]
rsz0062_at_grt = "no"
setup_viol = 0
setup_slack_ns = 1.87
relSlewSlack_pct = 41.8
finalClockSkew_ns = 0.00536
worst_pin_slew_ns = 0.865
period_needed_ns = 2.33
period_used_pct = 55.4
hold_violations = 0
max_freq_mhz = 430
fin_setup_tns_ns = 0
maxSlewViolCount = 0
hold_ws_ns = 0.514

[pwr]
p_leak_nw = 0.765
power_frac_seq_pct = 56.8
p_clk_share_pct = 41.9
p_sw_uw = 111
p_per_area_mw_per_mm2 = 305
p_int_uw = 449
swShare_pct = 19.8
pwr-share-comb_pct = 1.3
peakVddDrop_v = 0.000112

[place]
place_hpwl_um = 2280
finalWeightedCongestion = 0.889
placed_cell_area_mm2 = 0.00175
dp.cells = 208
port_buffers = 2
dp_slack_ns = 1.86

[die]
core_area_mm2 = 0.00406
dieArea_mm2 = 0.00453
die_h_um = 67.3
rows = 23
fp-utilization_pct = 42.0
io_pins = 3
die_width_um = 67.3

[clock_tree]
cts_max_level = 2
cts_buffer_depth = 2
clk_latency_ns = 0.28
cts_root_buffer = "clkbuf_8"
cts_setup_buffers = 0
cts_tree = "done"
cts.sinks = 33
clkTransAtPathRegs_ns = 0.06
cts-buffers-inserted = 5
cts_hold_buffers = 0
ctsResizeCount = 0

[grt]
grt_pass1_vias = 1197
met3_usage_pct = 4.11
grtUsageMet2_pct = 25.1
track_usage_pct = 17.5
busiest_layer = "met1"
grt_overflow = 0
grt_pass1_wl_um = 5720
grt_max_degree = 34
antenna_found_initial = 0
use_met1_pct = 28.0

[setup_path]
cp_max_fo = 14
worst-setup-path-type = "reg -> reg"
startpoint_type = "flop"
worst_ep_required_time_ns = 4.34
end_kind = "flop"
cp.arrival_ns = 2.46

[min_path]
hp-class = "reg -> reg"
[power groups by stage]
stage	clock [mW]	sequential, mW	combinational, mW
6_report	0.235	0.318	0.00737
5_1_grt	0.257	0.318	0.00922
4_1_cts	0.239	0.318	0.00809
[metrics by stage]
step	utilization (%)	power, mW
6_report	45.2	0.560
5_1_grt	45.2	0.584
4_1_cts	45.2	0.565
3_5_place_dp	43.1	0.332
3_3_place_gp	43.1	0.332
2_1_floorplan	-	0.328
[critical path, stage by stage (launching register included)]
cell,delay (ns)
dfrtp_1,0.44
or4b_1,0.53
or4_1,0.47
nor4_4,0.62
nor2_1,0.12
[final cells by class]
class | count | area [um2] | area share, %
Clock buffer | 7 | 86.3 | 4.71
Inverter | 4 | 15.0 | 0.819
Multi-Input combinational cell | 118 | 817 | 44.5
Sequential cell | 33 | 826 | 45.0
Tap cell | 50 | 62.6 | 3.41
Timing Repair Buffer | 3 | 27.5 | 1.50
[flip-flops by register name, indices dropped and copies added (netlist names)]
register / count
count: 32
timeout: 1
[per-layer routing]
metal / vias to the layer above / part of all wire [%]
met4: 0 / 2.0
met2: 22 / 44
met1: 589 / 50
met5: - / 0
met3: 8 / 4.3
li1: 595 / -
[cells by family (layout without fill, tap and decap cells)]
kind of cell | Yosys count | after routing
simple gates | 82 | 82
fa+ha+maj | 2 | 2
buf+inv | 10 | 14
xor+xnor | 26 | 26
flops | 33 | 33
compound gates | 8 | 8
[layout by cell type, fill, tap and decap left out, types with 3 or more instances in the layout]
cell type   n
and4_2      3
nand4b_1    3
xor2_1      6
nand4_1    16
xnor2_1    19
or4_1       3
nand2_1    13
clkbuf_8    6
nor4_1      5
inv_1       4
dfrtp_1    33
and3_1      4
nand3_1     7
and4_1      4
nor2_1     11
a21oi_1     4
[worst paths after layout]
check | depth (start not counted) | startpoint | end | slack, ns
hold reg to reg | 1 | count[20] | count[20] | 0.51
setup / recovery | 4 | count[3] | count[7] | 1.87
max in group asynchronous | 3 | rst | count[14] | 2.96
min in group asynchronous | 3 | rst | count[11] | 0.94
setup reg to reg | 4 | count[3] | count[7] | 1.87
hold / removal | 1 | count[20] | count[20] | 0.51
Power is estimated from default activity; no workload was simulated.
